### flow/config.mk
export PLATFORM = sky130hd
export DESIGN_NAME = project2
export DESIGN_NICKNAME = project2
export VERILOG_FILES = /design/flow/design.v
export SDC_FILE = /design/flow/constraint.sdc
export NUM_CORES = 4
export LEC_CHECK = 1
export CORE_UTILIZATION = 40
### flow/constraint.sdc
current_design project2

set clk_period 60.4
set clk_io_pct 0.2

create_clock -name clk0 -period $clk_period [get_ports {clock}]

set non_clock_inputs [all_inputs -no_clocks]
set_input_delay [expr $clk_period * $clk_io_pct] -clock clk0 $non_clock_inputs
set_output_delay [expr $clk_period * $clk_io_pct] -clock clk0 [all_outputs]
### flow/design.v
`timescale 1ns / 1ps
module project2(clock, switches, buttons, leds, cathods, anodes);
	input  clock;
	input [6:0] switches;
	input [3:0] buttons;
	output reg [7:0] leds = 8'b00000000;
	output reg [7:0] cathods;
	output reg [3:0] anodes;
	integer count = 0;
	integer myCount = 0;
	integer player = 1'b0;
	integer defaultMessage = 1'b1;
	integer temp3 = 8'b11111111;
	integer temp2 = 8'b11111111;
	integer temp1 = 8'b11111111;
	integer temp0 = 8'b11111111;
	integer backupValue0 = 0;
	integer backupValue1 = 0;
	integer backupValue2 = 0;
	integer backupValue3 = 0;
	integer finalValue0 = 0;
	integer finalValue1 = 0;
	integer finalValue2 = 0;
	integer finalValue3 = 0;
	integer pressed = 1'b0;
	integer checking = 0;
	integer flag = 0;
	integer attempts = 0;
	integer flag_attempts = 1'b1;
	always @(posedge clock)
	begin
		if(checking != 0)
		begin
			flag = 1;
		end
		else
		begin
			flag = 0;
		end
		if(switches[6] == 1)
		begin
			if(flag_attempts == switches[6])
			begin
				attempts = attempts + switches[6];
				flag_attempts = 1'b0;
			end
		end
		if(flag == 1)
		begin
			if(checking == 1)
			begin
				if(myCount < 10000000)
				begin
					leds = 8'b11111111;
				end
				else if(myCount < 20000000)
				begin
					leds = 8'b00000000;
				end
				else
				begin
					myCount = 0;
				end
				myCount = myCount + 1;
				temp3 = 8'b11111111;
				temp2 = 8'b11111111;
				temp1 = 8'b11111111;
				case(attempts)
				4'h0: temp0 = 8'b11000000;
				4'h1: temp0 = 8'b11111001;
				4'h2: temp0 = 8'b10100100;
				4'h3: temp0 = 8'b10110000;
				4'h4: temp0 = 8'b10011001;
				4'h5: temp0 = 8'b10010010;
				4'h6: temp0 = 8'b10000010;
				4'h7: temp0 = 8'b11111000;
				4'h8: temp0 = 8'b10000000;
				4'h9: temp0 = 8'b10010000;
				4'hA: temp0 = 8'b10001000;
				4'hb: temp0 = 8'b10000011;
				4'hC: temp0 = 8'b11000110;
				4'hd: temp0 = 8'b10100001;
				4'hE: temp0 = 8'b10000110;
				4'hF: temp0 = 8'b10001110;
				default: temp0 = 8'b11000000;
				endcase
			end
			else if(checking == 2)
			begin
				temp3 = 8'b11111111;
				temp2 = 8'b10100100;
				temp1 = 8'b11000111;
				temp0 = 8'b11000000;
			end
			else
			begin
				temp3 = 8'b11111111;
				temp2 = 8'b10100100;
				temp1 = 8'b10001001;
				temp0 = 8'b11001111;
			end
			if(switches[5] == 0 && switches[4] == 1 && checking != 1)
			begin
				defaultMessage = 0;
				checking = 0;
				flag_attempts = 1'b1;
			end
			if(switches[5] == 0 && switches[4] == 0 && checking == 1)
			begin
				defaultMessage = 1;
				checking = 0;
				attempts = 0;
				flag_attempts = 1'b1;
				count = 0;
				myCount = 0;
				pressed = 0;
				player = 0;
				leds = 0;
				temp0 = 8'b10111111;
				temp1 = 8'b10111111;
				temp2 = 8'b10111111;
				temp3 = 8'b10111111;
				backupValue0 = 0;
				backupValue1 = 0;
				backupValue2 = 0;
				backupValue3 = 0;
				finalValue0 = 0;
				finalValue1 = 0;
				finalValue2 = 0;
				finalValue3 = 0;
			end
		end
		else
		begin
			if(switches[5] == 1 && player == 1)
			begin
				if(finalValue0 == backupValue0 && finalValue1 == backupValue1 &&
					finalValue2 == backupValue2 && finalValue3 == backupValue3)
				begin
					checking = 1;
				end
				else if((backupValue0 > finalValue0) ||
						 (backupValue0 == finalValue0 && 
						  backupValue1 > finalValue1) ||
						 (backupValue0 == finalValue0 &&
						  backupValue1 == finalValue1 &&
						  backupValue2 > finalValue2) ||
						 (backupValue0 == finalValue0 &&
						  backupValue1 == finalValue1 &&
						  backupValue2 == finalValue2 &&
						  backupValue3 > finalValue3)
						 )
				begin
					checking = 2;
				end
				else
				begin
					checking = 3;
				end
			end
			if(switches[4] != player)
			begin
				backupValue0 = finalValue0;
				backupValue1 = finalValue1;
				backupValue2 = finalValue2;
				backupValue3 = finalValue3;
				finalValue0 = 0;
				finalValue1 = 0;
				finalValue2 = 0;
				finalValue3 = 0;
				defaultMessage = 1;
			end
			if(defaultMessage == 1)
			begin
				temp3 = 8'b10001100;
				temp2 = 8'b11000111;
				temp1 = 8'b11111111;
				if(switches[4] == 1'b0)
				begin
					player = 0;
					temp0 = 8'b11111001;
				end
				else
				begin
					player = 1;
					temp0 = 8'b10100100;
				end
			end
			if(switches[3:0] != 0)
			begin
				if(defaultMessage == 1)
				begin
					defaultMessage = 0;
					temp0 = 8'b11000000;
					temp1 = 8'b11000000;
					temp2 = 8'b11000000;
					temp3 = 8'b11000000;
				end
				else
				begin
					if(pressed == 0)
					begin
						pressed = 1;
						case(switches[3:0])
						4'h1: 
							finalValue0 = finalValue0 + buttons[3:0];
						4'h2:
							finalValue1 = finalValue1 + buttons[3:0];
						4'h4: 
							finalValue2 = finalValue2 + buttons[3:0];
						4'h8:
							finalValue3 = finalValue3 + buttons[3:0];
						endcase
					end
					else
					begin
						if(buttons[3:0] == 0)
						begin
							pressed = 0;
						end
					end
				end
				if(finalValue0 > 15)
				begin
					finalValue0 = 0;
				end
				if(finalValue1 > 15)
				begin
					finalValue1 = 0;
				end
				if(finalValue2 > 15)
				begin
					finalValue2 = 0;
				end
				if(finalValue3 > 15)
				begin
					finalValue3 = 0;
				end
				case(finalValue0)
				4'h0: temp0 = 8'b11000000;
				4'h1: temp0 = 8'b11111001;
				4'h2: temp0 = 8'b10100100;
				4'h3: temp0 = 8'b10110000;
				4'h4: temp0 = 8'b10011001;
				4'h5: temp0 = 8'b10010010;
				4'h6: temp0 = 8'b10000010;
				4'h7: temp0 = 8'b11111000;
				4'h8: temp0 = 8'b10000000;
				4'h9: temp0 = 8'b10010000;
				4'hA: temp0 = 8'b10001000;
				4'hb: temp0 = 8'b10000011;
				4'hC: temp0 = 8'b11000110;
				4'hd: temp0 = 8'b10100001;
				4'hE: temp0 = 8'b10000110;
				4'hF: temp0 = 8'b10001110;
				default: temp0 = 8'b11000000;
				endcase
				case(finalValue1)
				4'h0: temp1 = 8'b11000000;
				4'h1: temp1 = 8'b11111001;
				4'h2: temp1 = 8'b10100100;
				4'h3: temp1 = 8'b10110000;
				4'h4: temp1 = 8'b10011001;
				4'h5: temp1 = 8'b10010010;
				4'h6: temp1 = 8'b10000010;
				4'h7: temp1 = 8'b11111000;
				4'h8: temp1 = 8'b10000000;
				4'h9: temp1 = 8'b10010000;
				4'hA: temp1 = 8'b10001000;
				4'hb: temp1 = 8'b10000011;
				4'hC: temp1 = 8'b11000110;
				4'hd: temp1 = 8'b10100001;
				4'hE: temp1 = 8'b10000110;
				4'hF: temp1 = 8'b10001110;
				default: temp1 = 8'b11000000;
				endcase
				case(finalValue2)
				4'h0: temp2 = 8'b11000000;
				4'h1: temp2 = 8'b11111001;
				4'h2: temp2 = 8'b10100100;
				4'h3: temp2 = 8'b10110000;
				4'h4: temp2 = 8'b10011001;
				4'h5: temp2 = 8'b10010010;
				4'h6: temp2 = 8'b10000010;
				4'h7: temp2 = 8'b11111000;
				4'h8: temp2 = 8'b10000000;
				4'h9: temp2 = 8'b10010000;
				4'hA: temp2 = 8'b10001000;
				4'hb: temp2 = 8'b10000011;
				4'hC: temp2 = 8'b11000110;
				4'hd: temp2 = 8'b10100001;
				4'hE: temp2 = 8'b10000110;
				4'hF: temp2 = 8'b10001110;
				default: temp2 = 8'b11000000;
				endcase
				case(finalValue3)
				4'h0: temp3 = 8'b11000000;
				4'h1: temp3 = 8'b11111001;
				4'h2: temp3 = 8'b10100100;
				4'h3: temp3 = 8'b10110000;
				4'h4: temp3 = 8'b10011001;
				4'h5: temp3 = 8'b10010010;
				4'h6: temp3 = 8'b10000010;
				4'h7: temp3 = 8'b11111000;
				4'h8: temp3 = 8'b10000000;
				4'h9: temp3 = 8'b10010000;
				4'hA: temp3 = 8'b10001000;
				4'hb: temp3 = 8'b10000011;
				4'hC: temp3 = 8'b11000110;
				4'hd: temp3 = 8'b10100001;
				4'hE: temp3 = 8'b10000110;
				4'hF: temp3 = 8'b10001110;
				default: temp3 = 8'b11000000;
				endcase
			end
		end
		if(count <= 1500)
		begin
			anodes = 4'b0111;
			cathods = temp0;
			count = count + 1;
		end
		else if(count <= 3000)
		begin
			anodes = 4'b1011;
			cathods = temp1;
			count = count + 1;
		end
		else if(count <= 4500)
		begin
			anodes = 4'b1101;
			cathods = temp2;
			count = count + 1;
		end
		else if(count <= 6000)
		begin
			anodes = 4'b1110;
			cathods = temp3;
			count = count + 1;
		end
		else
		begin
			count = 0;
		end
	end
endmodule
### flow/run.sh
#!/bin/bash
# OpenROAD 26Q1-2900-gdf79404cd8, Yosys 0.63+post, stock flow scripts
make -C /OpenROAD-flow-scripts/flow DESIGN_CONFIG=/design/flow/config.mk WORK_HOME=/design/flow/orfs finish
==> impl_table.tex <==
% Auto-generated results table
\begin{tabular}{lr}
\hline
Metric & Value \\
\hline
\multicolumn{2}{l}{\textbf{Detailed routing}} \\
Average wire per cell in the routed design & 19.4 um \\
ANT nets after route & 0 \\
Aggregate routed wire length & 89500 um \\
Count of inserted antenna diode cells & 0 \\
Via Count & 26700 \\
First-pass iteration count of the detailed router & 5 \\
Via density per instance & 5.79 \\
Post-route DRC & 0 \\
Violation tally from detailed-route iteration zero & 2166 \\
\multicolumn{2}{l}{\textbf{STA}} \\
Smallest setup slack after layout & 41.77 ns \\
Worst-case headroom to the max-slew limit & 46.6\% \\
Transition at the pin with the smallest max-transition slack & 0.794 ns \\
Setup repair after global routing missed its margin & no \\
Clock period minus worst slack & 18.63 ns \\
Fin. Hold Viols & 0 \\
Final slew viol count & 0 \\
F\_max & 0.0537 GHz \\
Share of the clock period used by the worst path & 30.8\% \\
Number of setup violations in the final report & 0 \\
Setup TNS Final & 0 ns \\
Skew final & 0.0156 ns \\
\multicolumn{2}{l}{\textbf{Power}} \\
Sequential fraction of design power & 40.8\% \\
Pint & 0.000760 W \\
Total power density per cell area & 33.0 nW/um\^{}2 \\
Switching portion of total power & 34.9\% \\
Peak supply drop & 26.0 uV \\
Combinational group share of total power & 27.3\% \\
Leakage power & 12.8 nW \\
Net load switching power & 0.000408 W \\
Proportion of power drawn by the clock network & 31.8\% \\
\multicolumn{2}{l}{\textbf{Layout}} \\
Fin util & 44.8\% \\
Share of layout cells above drive strength 1 & 7.16\% \\
Area delta synth->final & 11.0\% \\
Tally of non-filler cells in the final layout & 4613 \\
Final standard cell area without fillers & 35400 um\^{}2 \\
Filler Cells Inserted & 7497 \\
\multicolumn{2}{l}{\textbf{Floorplanning}} \\
Core outline area & 79000 um\^{}2 \\
Width of the chip & 284 um \\
Boundary pin count & 32 \\
Die area & 80900 um\^{}2 \\
DIE HEIGHT & 284 um \\
Floorplan row count & 103 \\
Initial Utilization & 40.4\% \\
\multicolumn{2}{l}{\textbf{Critical path}} \\
CP required & 60.79 ns \\
Arrival time at the worst endpoint & 19.02 ns \\
CP Capture Type & flip-flop \\
Classification of the worst setup path & input pin to flip-flop \\
Category of the worst setup path launch point & input pin \\
Worst-path fanout max & 35 \\
\multicolumn{2}{l}{\textbf{CTS}} \\
Post-CTS Hold Fix Bufs & 0 \\
CTS tree & built \\
Worst-path clk slew & 0.06 ns \\
Total CTS buffers & 58 \\
Resized cells post-CTS & 0 \\
Post-CTS Setup Inserts & 0 \\
Number of levels in the clock H-tree & 2 \\
Number of sinks on the clock net & 495 \\
Worst skew pair latency & 0.64 ns \\
Root Buffer Master & clkbuf\_16 \\
Maximum buffer depth of the clock tree & 3 \\
\multicolumn{2}{l}{\textbf{Placed design}} \\
Worst-case setup slack after placement & 41.26 ns \\
Placer congestion estimate & 0.981 \\
PortBufs & 31 \\
Placed wire-length estimate & 60800 um \\
Cell total after placement & 4504 \\
Placed Area & 33400 um\^{}2 \\
\multicolumn{2}{l}{\textbf{Yosys}} \\
Fraction of post-synthesis cell area in the top cell type by area & 34.2\% \\
Async set-reset flop share out of synthesis & 0\% \\
Sequential cell area fraction in the yosys report & 42.4\% \\
Number of warnings reported in the yosys synthesis log & 1 \\
Post-synth EDFFs & 363 \\
Cell type with the largest total area & edfxtp\_1 \\
Cell count listed in synth\_stat.txt & 3540 \\
Distinct cell type count after synthesis & 109 \\
Syn\_area\_per\_cell & 9.02 um\^{}2 \\
Chip area line of the yosys report & 31900 um\^{}2 \\
Register bit count reported by yosys & 495 \\
Post-synth area hogs & edfxtp\_1 (34\%), dfxtp\_1 (8.3\%), ha\_1 (7.2\%), nor2\_1 (5.3\%), a21oi\_1 (3.5\%) \\
Post-Syn Instances & 3540 \\
Netlist area before placement & 31900 um\^{}2 \\
Post-synth top flop & edfxtp\_1 \\
\multicolumn{2}{l}{\textbf{GRT}} \\
Total global routing overflow & 0 \\
Largest net degree at the start of global routing & 128 \\
Vias in the first global route & 25500 \\
Antenna violations before repair & 7 \\
Overall track demand over capacity in global routing & 23.2\% \\
Global-route wire length before repair & 144000 um \\
\multicolumn{2}{l}{\textbf{Worst hold path}} \\
Path type of the worst min-delay path & flip-flop to flip-flop \\
\multicolumn{2}{l}{\textbf{Run}} \\
Number of logged tool warnings & 60 \\
Max-capacitance violation count & 0 \\
\multicolumn{2}{l}{\textbf{Outcome}} \\
Outcome & finished, final reports clean \\
\hline
\end{tabular}
[power groups by stage]
stage | sequential, W | combinational, W | clock [W]
4_1_cts | 0.000476 | 0.000320 | 0.000381
5_1_grt | 0.000483 | 0.000356 | 0.000392
6_report | 0.000477 | 0.000319 | 0.000372
[cells in the mapped netlist (11+ instances only)]
cell type and n:
mux2i_1 36, nand2b_1 23, dfxtp_1 132, clkbuf_1 136, inv_1 172, nand3_1 186
nor3_1 103, buf_2 23, a31oi_1 27, nor2_1 453, a21o_1 35, edfxtp_1 363
or4_1 11, a21oi_1 225, a211oi_1 15, a2111oi_0 11, xnor2_1 90, buf_1 16
and2_1 55, ha_1 183, o21a_1 26, nand2_1 271, and4_1 26, or3_1 41
nor2b_1 56, and3_1 81, xor2_1 64, nor4_1 81, o211ai_1 66, o22ai_1 13
o21ai_0 170, nand4_1 91
[path summary, 6_finish.rpt]
check	end	slack (ns)	cells past startpoint	from
setup / recovery	cathods[5]	41.77	24	switches[4]
hold / removal	temp2[7]	0.44	1	temp2[7]
setup reg to reg	cathods[5]	53.52	23	player[0]
hold reg to reg	temp2[7]	0.44	1	temp2[7]
[cell usage in the layout (no fill, tap or decap), types with 55 or more instances in the layout]
master       n
nor2_1     451
edfxtp_1   363
nand2_1    270
a21oi_1    221
nand3_1    186
ha_1       183
inv_1      171
o21ai_0    170
dfxtp_1    132
nor3_1     101
nand4_1     91
xnor2_1     90
nor4_1      81
and3_1      81
buf_4       70
o211ai_1    66
xor2_1      63
clkbuf_16   60
nor2b_1     56
and2_1      55
[final cells by class]
class | count | area (um^2) | area share [%]
Clock buffer | 71 | 1600 | 4.52
Clock inverter | 38 | 427 | 1.20
Inverter | 172 | 651 | 1.84
Multi-Input combinational cell | 2684 | 17000 | 48.0
Sequential cell | 495 | 13500 | 38.2
Tap cell | 1050 | 1310 | 3.71
Timing Repair Buffer | 103 | 876 | 2.47
[through the flow]
stage / power (W) / hold slack, ns
2_1_floorplan: 0.000704 / 0.400
3_3_place_gp: 0.000800 / 0.423
3_5_place_dp: 0.000801 / 0.426
4_1_cts: 0.00118 / 0.442
5_1_grt: 0.00123 / 0.454
6_report: 0.00117 / 0.441
[cells by family after synthesis]
logic type,synth area share (%)
buffers and inverters,4.56
adders and majority gates,7.27
AOI/OAI and AO/OA,15.4
DFF,42.4
muxes,1.55
and+or+nand+nor,24.4
xor gates and xnor gates,4.31
[routing by layer]
| metal | routed length, um | GRT usage (%) |
|---|---|---|
| met3 | 6980 | 6.00 |
| met1 | 41800 | 37.1 |
| met4 | 2070 | 4.84 |
| met2 | 38600 | 32.9 |
| met5 | 81 | 0 |
[worst max-delay path, stage by stage]
cell and delay, ns:
clkdlybuf4s50_1 0.89, xor2_4 0.18, buf_4 0.42, nor2_1 0.15, ha_1 0.34, o21a_1 0.15, nand3_1 0.10, a22o_1 0.45
or2_0 0.44, or4b_1 0.55, a211oi_1 0.27, o2111ai_1 0.24, nor3_4 0.52, nor2_2 0.05, buf_4 0.26, nor2_1 0.33
inv_1 0.16, ha_1 0.32, mux2i_1 0.15, nor3_1 0.06, a221oi_1 0.24, o31ai_1 0.15, a22o_1 0.23, a221o_1 0.25
Power figures rest on the tool's default switching activity, not on a simulated workload.
